**/design/flow/run.sh**
```bash
#!/bin/bash
# OpenROAD 26Q1-2900-gdf79404cd8, Yosys 0.63+post, stock flow scripts
make -C /OpenROAD-flow-scripts/flow DESIGN_CONFIG=/design/flow/config.mk WORK_HOME=/design/flow/orfs finish
```
**/design/flow/config.mk**
```make
export PLATFORM = sky130hd
export DESIGN_NAME = mscnt
export DESIGN_NICKNAME = mscnt
export VERILOG_FILES = /design/flow/design.v
export SDC_FILE = /design/flow/constraint.sdc
export NUM_CORES = 4
export LEC_CHECK = 1
export CORE_UTILIZATION = 30
```
**/design/flow/constraint.sdc**
```tcl
current_design mscnt

set clk_period 4.4
set clk_io_pct 0.2

create_clock -name clk0 -period $clk_period [get_ports {clk}]

set non_clock_inputs [all_inputs -no_clocks]
set_input_delay [expr $clk_period * $clk_io_pct] -clock clk0 $non_clock_inputs
set_output_delay [expr $clk_period * $clk_io_pct] -clock clk0 [all_outputs]
```
**/design/flow/design.v**
```verilog
module mscnt(input logic clk, reset,
             output logic [31:0] cnt);
  logic [31:0] counter;
  always @(posedge clk or posedge reset) begin
    if (reset) begin
      counter <= 32'b0;
    end else begin
      counter <= counter + 1;
    end
  end
  assign cnt = counter;
endmodule
module tb_mscnt();
  logic clk, reset;
  logic [31:0] cnt;
  mscnt dut(
    .clk(clk),
    .reset(reset),
    .cnt(cnt)
  );
  always #5 clk = ~clk;
always #25 reset = ~reset;
  initial begin
    reset = 1;
clk= 0 ;
cnt = 0 ;
    #20;
    reset = 0;
    #100;
  end
endmodule
```
==> run notes <==
fresh numbers from the pnr run: vias in the first global route=1057, most frequent logic cell in the layout=clkdlybuf4s50_1, Syn Area/Cell=11.5 sq um, max FFs per register=32, Die Span Y=72.5 um, crit path cell chain=clkdlybuf4s50_1, post-route clock skew=~0.002 ns, antenna violations before repair=0, routability cong.=0.773, min setup slack post-route=2.27 ns, maximum operating frequency=0.468 GHz, RSZ-0062 raised after global routing=false, Final Non-Filler Cells=234, Critical Path RT=between 3 and 4 ns, GR Overflow Total=0, slowest stage delay, CP=approximately 0.51 ns, Die X-Extent=72.5 um, Worst-Skew Late Latency=0.28 ns, total number of vias=1098, CTS-repair resized insts=0, Setup violations, final=0, CP delay by family, top=buffers and inverters, Hold Path Class=register to register, Final Critical Period=between 2 and 2.5 ns, clk buf depth=2, final hold slack=0.475 ns, Startpoint Class=register, Sequential cell area=801 sq um, Hold Buf Count CTS=0, Slew headroom=~66%, setup_tns=0 ns, first-pass GRT wire length=around 5.0 mm, CP Max Fanout=5, fin crit share=48.5%, CTS tree=built, area delta synth->final=32.9%, DRC violations left=0, CTS Buf Count=5, pin count of the biggest net entering global routing=33, Reg clk slew, reported paths=0.06 ns, dpl cell area=between 0.0015 and 0.002 sq mm, GRT Util Overall=12.6%, fillers=456, final hold vios=0, synth unique cells=21, DRT Pass-1 Iters=4, Final Cell Area=approximately 0.002 sq mm, comb. cell area=roughly 650 sq um, pre-CTS WS=roughly 2.6 ns, CP Capture Type=output port, pre-placement core utilization=31.3%, Port Buf Inserts=33, hold path startpoint=counter[31], HPWL after DPL=2.05 mm, synthesized area=0.00149 sq mm, Worst Setup Path Type=register to output port, wire length per cell=12.5 um, Power Total=roughly 530 uW, Routed Antenna Nets=0, diode count=0, Placed Cells=roughly 230, Area leader share=53.8%, tool warnings=25, Slew Limit Fails=0, static leakage=0.881 nW, Vias/cell=4.69, Worst Path Arrival=1.25 ns, Iteration-0 DRC Markers=between 40 and 50, share of post-route cells with drive strength above 1=under 10%, Seq share, synth=53.8%, Yosys warning count=1, Cell Pwr Density=between 200 and 300 mW/mm^2, post-layout util=around two fifths, Die Size=approximately 0.0052 sq mm, Synth area leaders=dfrtp_1 (54%), xor2_1 (11%), xnor2_1 (6.5%), yosys cell count=129, Largest regs=counter x32, reg2reg start=counter[0], worst vdd ir=0.145 mV, Mapped Cells=129, max_cap viols=0, CTS Root Cell=clkbuf_8, post-synth top area cell=dfrtp_1, Worst Setup SP=counter[21], # IOs=34, Core Region=0.00475 sq mm, most numerous logic cells after layout=clkdlybuf4s50_1 (33), dfrtp_1 (32), xor2_1 (19), xnor2_1 (11), nand3_1 (10), Buffers & Inverters on Critical Path=1, Synth flops=32, setup bufs post-CTS=0, area figure in the yosys stat output=0.00149 sq mm, Worst path slowest cell=clkdlybuf4s50_1, H-tree levels=2, worst slew pin tran=0.501 ns, CTS Sinks=32, status=finished clean, most flop-heavy register=counter, # rows=25, Post-Route WL=2.93 mm
==> per-layer routing <==
layer	part of all wire (%)	global-route usage (%)	wire (um)	up-vias
li1	-	-	-	524
met1	47	19.9	1380	529
met2	44	18.0	1280	39
met3	7.4	4.23	218	6
met4	1.6	1.74	48	0
met5	0	0	0	-
==> worst paths after layout <==
kind	end	slack, ns	cells past startpoint
worst max-delay path	cnt[21]	2.27	1
worst min-delay path	counter[31]	0.47	1
worst max register to register	counter[20]	2.62	5
worst min register to register	counter[31]	0.47	1
max in group asynchronous	counter[16]	3.13	3
min in group asynchronous	counter[28]	0.98	3
==> cell families after synthesis <==
group / count (synthesis) / synth area share [%]
DFF: 32 / 53.8
buffers and inverters: 9 / 2.77
and+or+nand+nor: 57 / 25.0
adders and majority gates: 1 / 0.840
xor gates and xnor gates: 30 / 17.6
==> report_power, final <==
group,internal (mW),leakage (nW),switching [mW]
Combinational,0.00142,0.398,0.00554
Clock,0.127,0.0455,0.0985
Sequential,0.294,0.438,0
Total,0.423,0.881,0.104
==> cells in the mapped netlist, drive strengths merged <==
cell and instances:
nor3b 1, and4 5, and3 5, ha 1, xor2 19, nor3 4, buf 4, nand4 4
xnor2 11, nand3 13, inv 5, nor2b 1, nor2 4, dfrtp 32, nand2 10, nor4 10
==> final cells by class <==
cell class	count	area share [%]
flip-flops and latches	32	40.5
well taps	67	4.24
repair buffers	34	17.1
multi-input cells	88	32.7
clock buffers	8	4.55
inverters	5	0.949
Power and IR drop assume default switching activity.
