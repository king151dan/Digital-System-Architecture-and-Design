==> design/flow/design.v <==
module alu(
  input logic [31:0] A,
  input logic [31:0] B,
  input logic [2:0] ALUControl,
  output logic [31:0] Result
);
  logic [31:0] sum;
  logic [31:0] difference;
  logic [31:0] bitwise_and;
  logic [31:0] bitwise_or;
  logic [31:0] bitwise_xor;
  logic [31:0] slt_result;
  always_comb begin
    case (ALUControl)
      3'b000: begin  
        sum = A + B;
        Result = sum;
      end
      3'b001: begin  
        difference = A - B;
        Result = difference;
      end
      3'b010: begin  
        bitwise_and = A & B;
        Result = bitwise_and;
      end
      3'b011: begin  
        bitwise_or = A | B;
        Result = bitwise_or;
      end
      3'b100: begin  
        bitwise_and = A ^ B;
        Result = bitwise_xor;
      end
      3'b101: begin  
        if (A < B)
          slt_result = 32'b1;
        else
          slt_result = 32'b0;
        Result = slt_result;
      end
      default: begin  
        Result = 32'b0;
      end
    endcase
  end
endmodule
==> design/flow/run.sh <==
#!/bin/bash
# OpenROAD 26Q1-2900-gdf79404cd8, Yosys 0.63+post, stock flow scripts
make -C /OpenROAD-flow-scripts/flow DESIGN_CONFIG=/design/flow/config.mk WORK_HOME=/design/flow/orfs finish
==> design/flow/config.mk <==
export PLATFORM = sky130hd
export DESIGN_NAME = alu
export DESIGN_NICKNAME = alu
export VERILOG_FILES = /design/flow/design.v
export SDC_FILE = /design/flow/constraint.sdc
export NUM_CORES = 4
export LEC_CHECK = 1
export CORE_UTILIZATION = 50
export SYNTH_HDL_FRONTEND = slang
==> design/flow/constraint.sdc <==
current_design alu

set clk_period 16.5
set clk_io_pct 0.2

create_clock -name clk0 -period $clk_period

set non_clock_inputs [all_inputs -no_clocks]
set_input_delay [expr $clk_period * $clk_io_pct] -clock clk0 $non_clock_inputs
set_output_delay [expr $clk_period * $clk_io_pct] -clock clk0 [all_outputs]
==> Changelog: implementation <==
### Metrics

* Postcts setup bufs at 0
* Total congestion overflow at 0
* Worst setup slack after placement at slightly above 6000 ps
* Total area of sequential cells at 0 um^2
* Unrepaired setup endpoints after global routing: no
* Multiplexer share at about 2.0%
* Global-route wire length before repair at 22.8 mm
* Capturing element type of the critical path: primary output
* Die Area at about 0.01 mm^2
* Power density over cell area at approximately 33 mW/mm^2
* Peak ir drop on the vdd network at about 17 uV
* Relative contribution of sequential cells to total power at 0%
* Pwr Total at approximately 0.19 mW
* Class of the tightest hold or removal check: in2out
* Standard cell area after detailed placement at 0.00570 mm^2
* Clock Power Share at 0%
* MaxCap Viol Count at 0
* Non-Filler Instances at around 900
* Setup CP Type: in2out
* Required time at the endpoint of the critical path at ~13000 ps
* Post-route fraction of the period consumed by the critical path at 62.8%
* Placer's final routability congestion estimate at 1.01
* Pin count of the biggest net entering global routing at between 40 and 50
* Area fraction in compound gates after synthesis at between 30 and 40%
* Quantity of gates resized following cts at 0
* Initial cell density of the core at 51.2%
* Biggest area cells: sky130_fd_sc_hd__ha_1 (27%), sky130_fd_sc_hd__inv_1 (7.7%), sky130_fd_sc_hd__a21oi_1 (7.2%), sky130_fd_sc_hd__nor2_1 (6.4%), sky130_fd_sc_hd__o21ai_0 (5.2%)
* Cells after Synth at around 730
* Placeable Area at approximately 0.009 mm^2
* Routed vias at about 5300
* DR pass1 iterations at 5
* Aggregate routed wire length at approximately 14 mm
* Final setup vio count at 0
* 1st-iter DRT viols at between 300 and 400
* Slew at the pin closest to its max-slew limit at just under 800 ps
* Max-slew violation count at 0
* Distinct cells, synth at 64
* Synth Area in Adders at ~27%
* Most frequent logic cell in the layout: sky130_fd_sc_hd__ha_1
* Fraction of final layout cells with drive strength greater than 1 at 2.28%
* Number of antenna violations at the first check in global routing at 0
* Worst Setup SP: B[0]
* Vias in the first global route at between 4000 and 5000
* Total negative slack for setup checks at 0 ps
* Share of synthesized area occupied by flip-flops and latches at 0%
* Post-Synthesis Cell Area at approximately 0.0047 mm^2
* Share of the synthesized netlist area taken by xor and xnor gates at around 4.6%
* Avg Vias per Cell at between 5 and 6
* Leak Pwr at around 2.6 nW
* Switching share of total power at a little over half
* CP Capture Point: Result[30]
* Net load switching power at 0.101 mW
* Buffers added on ports at between 90 and 100
* Number of warnings in the stage logs at 101
* Maximum clock frequency at between 90 and 100 MHz
* Slack of the critical path at between 6000 and 7000 ps
* Yosys stat area at approximately 0.0047 mm^2
* FFs & Latches at 0
* # IOs at about 99
* Logic pwr share at 100.0%
* Number of clock buffers in the layout at 0
* Peak fanout along the critical path at 4
* Kind of launch point of the worst setup path: primary input
* Dpl cells at 899
* Max-Slew Margin vs Limit at between 40% and 50%
* Final hold violation count at 0
* Data arrival time of the critical path at around 7100 ps
* Post-layout minimum cycle time at about 10000 ps
* Number of cell rows at 35
* Result of the run: finished, final reports clean
* Final routed DRC violation total at 0
* Cell taking the most area after synthesis: sky130_fd_sc_hd__ha_1
* Average wire per standard cell at 15.2 um
* Area Overhead vs Synth at 20.9%
* Internal power contribution at a little under 0.09 mW
* Diode count at 0
* Average cell area after synthesis at 6.49 um^2
* Chip width at 99.1 um
* Biggest combinational cell group after synthesis: AND-OR/OR-AND gates
* Summed area of non-filler cells in the final layout at ~0.0057 mm^2
* Height of the die at 99.1 um
* HPWL reported at the end of detailed placement at about 11 mm
* Count of instantiated cells in the yosys netlist at just over 700
* Top area contributor share at 26.6%
* Warnings from Yosys at 32
* GR Util All Layers at 28.1%
* Number of buffers inserted by hold repair at cts at 0
* Area fraction in and, or, nand and nor cells at 21.3%
* Number of routed nets with antenna violations at 0
* Top cells excl fill/tap: sky130_fd_sc_hd__ha_1 (100), sky130_fd_sc_hd__clkdlybuf4s50_1 (98), sky130_fd_sc_hd__inv_1 (97), sky130_fd_sc_hd__nor2_1 (80), sky130_fd_sc_hd__a21oi_1 (68)
-- layer usage --
layer	up-vias	GRT usage, %	wire, um	part of all wire (%)
met2	218	44.2	5840	43
li1	2681	-	-	-
met4	0	2.38	77	0.56
met3	8	2.96	1060	7.8
met5	-	0	0	0
met1	2395	43.2	6690	49
-- logic make-up (layout without fill, tap and decap cells) --
logic type,after synthesis,after routing
XOR/XNOR,25,25
AND-OR/OR-AND,242,242
buffers and inverters,139,201
adder cells (fa/ha/maj),102,102
multiplexers,8,8
AND/OR/NAND/NOR,210,210
-- power groups by stage --
stage     clock network [mW]  registers, mW  logic, mW
6_report                   0              0      0.188
5_1_grt                    0              0      0.207
4_1_cts                    0              0      0.186
-- per-stage QoR --
stage	hold WS, ps	util, %
4_1_cts	7640	61.9
3_5_place_dp	7630	61.9
2_1_floorplan	6760	-
5_1_grt	7710	61.9
3_3_place_gp	7620	61.9
6_report	7640	61.9
-- critical path: stages --
cell                              delay (ps)
sky130_fd_sc_hd__clkdlybuf4s50_1         510
sky130_fd_sc_hd__ha_1                    200
sky130_fd_sc_hd__inv_1                    60
sky130_fd_sc_hd__fa_1                    370
sky130_fd_sc_hd__nand2b_1                170
sky130_fd_sc_hd__a21oi_1                 220
sky130_fd_sc_hd__o22ai_1                 170
sky130_fd_sc_hd__o21ai_1                 340
sky130_fd_sc_hd__a41oi_1                 310
sky130_fd_sc_hd__a31oi_1                 280
sky130_fd_sc_hd__mux2i_1                 200
sky130_fd_sc_hd__a21oi_1                  70
sky130_fd_sc_hd__or4_1                   430
sky130_fd_sc_hd__clkdlybuf4s50_1         420
-- Yosys cell counts (6+ instances only) --
cell type / number
sky130_fd_sc_hd__a211oi_1: 16
sky130_fd_sc_hd__a21o_1: 10
sky130_fd_sc_hd__a21oi_1: 68
sky130_fd_sc_hd__a31oi_1: 13
sky130_fd_sc_hd__and3_1: 6
sky130_fd_sc_hd__buf_2: 6
sky130_fd_sc_hd__clkbuf_1: 29
sky130_fd_sc_hd__ha_1: 100
sky130_fd_sc_hd__inv_1: 97
sky130_fd_sc_hd__mux2i_1: 7
sky130_fd_sc_hd__nand2_1: 43
sky130_fd_sc_hd__nand2b_1: 8
sky130_fd_sc_hd__nand3_1: 8
sky130_fd_sc_hd__nor2_1: 80
sky130_fd_sc_hd__nor2b_1: 8
sky130_fd_sc_hd__nor3_1: 16
sky130_fd_sc_hd__nor3b_1: 8
sky130_fd_sc_hd__nor4_1: 10
sky130_fd_sc_hd__o211ai_1: 7
sky130_fd_sc_hd__o21a_1: 7
sky130_fd_sc_hd__o21ai_0: 49
sky130_fd_sc_hd__o22ai_1: 17
sky130_fd_sc_hd__o31ai_1: 12
sky130_fd_sc_hd__or3_1: 6
sky130_fd_sc_hd__xnor2_1: 23
-- worst min path at each step --
stage	start	endpoint	slack, ps	cells past startpoint
after CTS	ALUControl[0]	Result[27]	7640	4
after global routing	ALUControl[0]	Result[26]	7710	4
final	ALUControl[0]	Result[27]	7640	4
-- final cells by class --
cell class	instances	area (um^2)
Multi-Input combinational cell	587	4170
Timing Repair Buffer	103	1020
Fill cell	857	3500
Inverter	98	368
Tap cell	111	139
Power is estimated from default activity; no workload was simulated.
